==> flow/design.v <==
module Controller(input clk, start, lt, co1, co2, output logic initCnt1, ldCnt2, enCnt1, enCnt2, selInd, ldR1, ldR2, wr, rd, selWr, done);
    logic[3:0] ps, ns;
    parameter[3:0] idle = 4'd0, InitCounter1 = 4'd1, InitCounter2 = 4'd2, ChooseIndex1 = 4'd3,
    LoadR1 = 4'd4, ChooseIndex2 = 4'd5, LoadR2 = 4'd6, Comperator = 4'd7, Write1 = 4'd8,
    Write2 = 4'd9, Counter2 = 4'd10, GenCarry2 = 4'd11, Counter1 = 4'd12, GenCarry1 = 4'd13, DoneState = 4'd14 ;
    always @(posedge clk)begin
        ps <= ns;
    end
    always @(start, co1, co2, ps,lt)begin
        case(ps)
            idle : ns <= start ? InitCounter1 : idle;
            InitCounter1 : ns <= InitCounter2;
            InitCounter2 : ns <= ChooseIndex1;
            ChooseIndex1 : ns <= LoadR1;
            LoadR1 : ns <= ChooseIndex2;
            ChooseIndex2 : ns <= LoadR2;
            LoadR2 : ns <= Comperator;
            Comperator: ns <= lt ? Write1 : Counter2;
            Write1 : ns <= Write2;
            Write2 : ns <= Counter2;
            Counter2 : ns <= GenCarry2;
            GenCarry2 : ns <= co2 ? Counter1 : ChooseIndex1;
            Counter1 : ns <= GenCarry1;
	    GenCarry1 : ns <= co1 ? DoneState : InitCounter2;
            DoneState : ns <= idle;
	    default: ns <= idle;
        endcase
    end
    always @(start, co1, co2, ps,lt)begin
        initCnt1<=0; ldCnt2<=0; enCnt1<=0; enCnt2<=0; ldR1<=0; ldR2<=0; wr<=0; rd<=0; done<=0;
        case(ns)
            InitCounter1 : initCnt1 <= 1;
            InitCounter2 : ldCnt2 <= 1;
            ChooseIndex1 : begin
                selInd <= 0;
                rd <= 1;
            end
            LoadR1 : ldR1 <= 1;
            ChooseIndex2 : begin
                selInd <= 1;
		rd <= 1;
            end
            LoadR2 : ldR2 <= 1;
            Write1 : begin
                wr <= 1;
                selWr <= 0;
            end
            Write2 : begin
		wr <= 1;
                selInd <= 0;
                selWr <= 1;
            end
            Counter2 : begin
                rd <= 1;
                enCnt2 <= 1;
            end
            Counter1 : enCnt1 <= 1;
            DoneState : done <= 1;
        endcase
    end
endmodule
==> flow/run.sh <==
#!/bin/bash
# OpenROAD 26Q1-2900-gdf79404cd8, Yosys 0.63+post, stock flow scripts
make -C /OpenROAD-flow-scripts/flow DESIGN_CONFIG=/design/flow/config.mk WORK_HOME=/design/flow/orfs finish
==> flow/config.mk <==
export PLATFORM = sky130hd
export DESIGN_NAME = Controller
export DESIGN_NICKNAME = Controller
export VERILOG_FILES = /design/flow/design.v
export SDC_FILE = /design/flow/constraint.sdc
export NUM_CORES = 4
export LEC_CHECK = 1
export CORE_AREA = 10 10 70 70
export DIE_AREA = 0 0 80 80
==> flow/constraint.sdc <==
current_design Controller

set clk_period 2.8
set clk_io_pct 0.2

create_clock -name clk0 -period $clk_period [get_ports {clk}]

set non_clock_inputs [all_inputs -no_clocks]
set_input_delay [expr $clk_period * $clk_io_pct] -clock clk0 $non_clock_inputs
set_output_delay [expr $clk_period * $clk_io_pct] -clock clk0 [all_outputs]
==> results.sh <==
# physical design summary
export IMPL_status="completed"
export IMPL_worst_slew_pin_slew_ns=0.4944
export IMPL_finalHoldViolCount=0
export IMPL_syn_area_per_cell_um2=8.349
export IMPL_wirelength_um=1315
export IMPL_cts_clk_slew_worst_paths_ns=0.04
export IMPL_grt_pass1_wl_um=2049
export IMPL_critPathKind="input port to primary output"
export IMPL_ioPinCount=16
export IMPL_htreeDepth=1
export IMPL_antennaDiodeCount=0
export IMPL_period_needed_ns=2.657
export IMPL_synth_most_common_cell="nor3_1"
export IMPL_crit_cells=6
export IMPL_wire_per_inst_um=11.05
export IMPL_top_area_frac=0.1654
export IMPL_slowest_stage="clkdlybuf4s50_1"
export IMPL_drt_pass1_iterations=4
export IMPL_drc=0
export IMPL_clock_latency_ns=0.23
export IMPL_ys_cells=58
export IMPL_peakVddDrop_mv=0.4674
export IMPL_ys_top_logic_family="simple AND/OR/NAND/NOR gates"
export IMPL_synthAoiAreaFrac=0.2248
export IMPL_cp_start_kind="input port"
export IMPL_yosys_most_used_dff="dfxtp_1"
export IMPL_grt_max_degree=16
export IMPL_track_usage=0.03942
export IMPL_die_h_um=80
export IMPL_clock_root_buffer="clkbuf_4"
export IMPL_regArea_um2=112.6
export IMPL_port_buffers=15
export IMPL_r2r_slack_ns=1.40
export IMPL_cts_tree="done"
export IMPL_unclocked_regs=2
export IMPL_die_area_um2=6400
export IMPL_die_w_um=80
export IMPL_finalCritPeriodShare=0.9488
export IMPL_topCellsByArea="dfxtp_1, nor3_1, buf_6"
export IMPL_intPower_uw=462.9
export IMPL_numSynthFlops=6
export IMPL_slew_violations=0
export IMPL_final_comb_area_um2=351.6
export IMPL_netlist_instances=58
export IMPL_finClkSkew_ns=0.001972
export IMPL_fillers=383
export IMPL_synthXorXnorAreaFrac=0.01809
export IMPL_seq_power_share=0.250
export IMPL_edf_count=0
export IMPL_cts_buffer_depth=2
export IMPL_totalPowerFinal_uw=826.5
export IMPL_critPathRequiredTime_ns=2.24
export IMPL_hold_depth=2
export IMPL_vias=447
export IMPL_cp_arrival_ns=2.10
export IMPL_tns_ns=0
export IMPL_stdcell_count=119
export IMPL_async_flop_share=0
export IMPL_core_um2=3416
export IMPL_cp_max_fo=4
export IMPL_grt_pass1_vias=423
export IMPL_drive_gt1_frac=0.2877
export IMPL_swShare=0.4400
export IMPL_synthSimpleGateAreaFrac=0.4341
export IMPL_synth_area_um2=484.2
export IMPL_pwr_density_cell_nw_per_um2=1157
export IMPL_yosys_area_top_type="dfxtp_1"
export IMPL_r2r_cells=4
export IMPL_place_congestion=0.7846
export IMPL_synthMuxAreaShare=0
export IMPL_clkPwrFrac=0.085
export IMPL_maxCapViolCount=0
export IMPL_finalSetupViolations=0
export IMPL_area_growth_pct=47.55
export IMPL_yosys_area_um2=484.2
export IMPL_rsz0062_at_grt="false"
export IMPL_antenna_found_initial=0
export IMPL_cpMostUsedCell="clkdlybuf4s50_1"
export IMPL_min_path_type="flop to flop"
export IMPL_maxSlewHeadroom=0.6699
export IMPL_grt_overflow=0
export IMPL_dp_cells=116
export IMPL_cp_end_kind="primary output"
export IMPL_leakage_nw=0.2700
export IMPL_fmax_mhz=376.4
export IMPL_yosys_warnings=1
export IMPL_rows=21
export IMPL_untimed_endpoints=4
export IMPL_post_route_util=0.2092
export IMPL_fp_util=0.1418
export IMPL_cts_inserted_buffers=3
export IMPL_crit_family="buffers and inverters"
export IMPL_p_switching_uw=363.6
export IMPL_crit_chain="clkdlybuf4s50_1 -> nor2_2 -> o32ai_4 -> inv_2 -> nor2_1 -> clkdlybuf4s50_1"
export IMPL_path_buffers=3
export IMPL_first_iter_violations=11
export IMPL_hpwlAfterDp_um=998.9
export IMPL_yosys_top_cells_count="nor3_1, a21oi_1, dfxtp_1, nand2_1, nor2_1"
export IMPL_ys_types=31
export IMPL_ant_nets=0
export IMPL_tool_warnings=25
export IMPL_combPwrFrac=0.665
export IMPL_slowest_delay_ns=0.48
export IMPL_fa_ha_area_frac=0
export IMPL_vias_per_cell=3.756
-- power groups by stage --
stage                 registers [mW]  logic [mW]  clock network [mW]
final                          0.206       0.550              0.0705
after CTS                      0.193       0.521              0.0749
after global routing           0.215       0.612              0.0766
-- cells in the final DEF (no fill, tap or decap), drive strengths merged, types with 2 or more instances in the layout --
| cell | instances |
|---|---|
| clkdlybuf4s50 | 13 |
| nor3 | 8 |
| nor2 | 6 |
| nand2 | 5 |
| a21oi | 4 |
| or2b | 4 |
| dfxtp | 4 |
| clkbuf | 3 |
| and3 | 2 |
| nor2b | 2 |
| dlymetal6s2s | 2 |
| dlxtn | 2 |
| a211oi | 2 |
| and2 | 2 |
| inv | 2 |
-- worst min-delay path, stage by stage (launching register included) --
cell and delay [ns]:
dfxtp_1 0.31, buf_4 0.20, a211oi_4 0.10
-- kinds of logic after synthesis --
group | after synthesis
and+or+nand+nor | 34
AOI/OAI and AO/OA | 11
buffers and inverters | 6
DFF | 4
latches | 2
xor gates and xnor gates | 1
-- path summary, 6_finish.rpt --
path / start / to
setup / recovery: lt / wr
hold reg to reg: ps[0]$_DFF_P_ / ps[0]$_DFF_P_
hold / removal: ps[0]$_DFF_P_ / ps[0]$_DFF_P_
setup reg to reg: ps[2]$_DFF_P_ / ps[1]$_DFF_P_
-- metal layers --
metal | global-route usage | routed length (µm) | up-vias
met5 | 0 | 0 | -
met2 | 0.04896 | 514 | 13
met1 | 0.06075 | 684 | 200
met4 | 0.007042 | 6 | 0
met3 | 0.01591 | 111 | 2
li1 | - | - | 232
-- cell type report --
| class | count | share of cell area |
|---|---|---|
| Timing Repair Buffer | 16 | 0.2277 |
| Multi-Input combinational cell | 46 | 0.4921 |
| Sequential cell | 6 | 0.1576 |
| Inverter | 2 | 0.01051 |
| Clock buffer | 3 | 0.03152 |
| Tap cell | 46 | 0.08056 |
-- state kept, by name, summed over array words and instances, names as in the netlist --
name,cells
ps,4
selInd,1
selWr,1
-- through the flow --
step | setup WS, ns | instance area [µm²] | hold slack [ns]
3_3_place_gp | 0.02111 | 660.6 | 0.6398
2_1_floorplan | 1.069 | 484.2 | 0.5765
3_5_place_dp | 0.01311 | 660.6 | 0.6477
6_report | 0.1433 | 714.4 | 0.6610
4_1_cts | 0.003228 | 683.2 | 0.6545
5_1_grt | 0.001091 | 714.4 | 0.6951
-- repair_timing --
item / in CTS / in global routing
setup endpoints to repair: 0 / 3
hold buffers: 0 / 0
setup buffers: 0 / 0
gates resized: 0 / 7
No activity file was given, so power comes from the tool's default toggle rates.
