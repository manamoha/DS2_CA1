## config.mk

```make
export PLATFORM = sky130hd
export DESIGN_NAME = Counter2
export DESIGN_NICKNAME = Counter2
export VERILOG_FILES = /design/flow/design.v
export SDC_FILE = /design/flow/constraint.sdc
export NUM_CORES = 4
export LEC_CHECK = 1
export CORE_AREA = 10 10 70 70
export DIE_AREA = 0 0 80 80
```

## constraint.sdc

```tcl
current_design Counter2

set clk_period 1.7
set clk_io_pct 0.2

create_clock -name clk0 -period $clk_period [get_ports {clk}]

set non_clock_inputs [all_inputs -no_clocks]
set_input_delay [expr $clk_period * $clk_io_pct] -clock clk0 $non_clock_inputs
set_output_delay [expr $clk_period * $clk_io_pct] -clock clk0 [all_outputs]
```

## design.v

```verilog
module Counter1(input clk, ld, init, EnCnt,input [4:0] PI, output logic co, output logic [4:0] PO);
	logic [5:0] cnt = 5'b0;
	always @(posedge clk) begin
		if(init)
			cnt <=5'b0;
		if(ld)
			cnt <= PI;
		else if(EnCnt) 
			cnt <= cnt +1;
	end
	assign co = &{cnt[4:0]};
	assign PO = cnt[4:0];
endmodule
module Counter2(input clk, ld, init, EnCnt,input [4:0] PI, output logic co, output logic [4:0] PO);
	logic [5:0] cnt = 5'b0;
	always @(posedge clk) begin
		if(init)
			cnt <=5'b0;
		if(ld)
			cnt <= PI;
		else if(EnCnt) 
			cnt <= cnt +1;
	end
	assign co = cnt[5];
	assign PO = cnt[4:0];
endmodule
module Reg(input clk, ld, input [7:0] InData, output logic[7:0] OutData);
	always @(posedge clk) begin
		if(ld) OutData <= InData;
	end 
endmodule
module Comp (input [7:0] a, b, output lt);
	assign lt = (a<b)? 1 : 0;
endmodule
module Mux #(parameter BIT_SIZE) (input sel, input [BIT_SIZE-1 : 0] in1, in2, output [BIT_SIZE-1 : 0] out);
	assign out = (~sel) ? in1 : in2 ;
endmodule
module Add1 (input [4:0] inp, output [4:0] out);
	assign out = inp + 1;
endmodule
```

## run.sh

```bash
#!/bin/bash
# OpenROAD 26Q1-2900-gdf79404cd8, Yosys 0.63+post, stock flow scripts
make -C /OpenROAD-flow-scripts/flow DESIGN_CONFIG=/design/flow/config.mk WORK_HOME=/design/flow/orfs finish
```

==> results.cfg <==
; synthesis and place-and-route metrics
[yosys]
synth.distinct_cells = 15
syn_area_um2 = 325.3
xor_area_share_pct = 8.077
synthTopCellsByArea = edfxtp_1 (46%), nand2_1 (8.1%), dfxtp_1 (6.2%)
synthDominantCellAreaShare_pct = 46.15
synth_chip_area_um2 = 325.3
aoi_share_pct = 13.46
post-synth-top-area-cell = edfxtp_1
syn_area_per_cell_um2 = 9.858
ys_sh_simple_pct = 17.69
synth_seq_share_pct = 52.31
ys_top_logic_family = simple AND/OR/NAND/NOR gates
yosysWarningCount = 1
ys_sh_mux_pct = 0
synth-adder-area-share_pct = 3.846
synthCells = 33
yosys_cells = 33
numSynthFlops = 6

[critical_path]
crit_buf_inv = 1
critPathTopFamily = buffers and inverters
crit_path_cell_trace = clkdlybuf4s50_1
crit_type = reg2out
cp.arrival_ns = 1.15
cpPeakStageDelay_ns = 0.50
required_ns = 1.36
critPathMaxFanout = 4
cp-end-kind = output port
crit_slowest_cell = clkdlybuf4s50_1
setup.worst_path.start_class = register

[grt]
grt_max_degree = 10
grt.busiest_layer = met2
grt_overflow = 0
use_met3_pct = 1.364
use_met2_pct = 5.939
antenna_found_initial = 0
use_met1_pct = 3.525
grt_pass1_wl_um = 1662
grt_usage_pct = 3.334
grt_pass1_vias = 348

[detailed_routing]
via_count = 315
viasPerCell = 3.247
diodes = 0
wl_per_cell_um = 9.928
antenna_left = 0
drtPass1Iterations = 1
drc_errors = 0
wl_um = 963
first_iter_violations = 0

[floorplan]
die_area_mm2 = 0.006400
rows = 21
die_x_um = 80
die_h_um = 80
ioPinCount = 15
fp_util_pct = 9.524
coreArea_mm2 = 0.003416

[clocking]
cts_tree = built
cts_resized = 0
cts_setup_buffers = 0
hold_buffers = 0
cts_made_buffers = 3
insertion_delay_ns = 0.24
cts-root-buf = clkbuf_4
cts_htree_levels = 1
ctsLongestPathBuffers = 2
cts.sinks = 6
path_clk_slew_ns = 0.05

[placement]
place_congestion = 0.7931
port_buffers = 14
dpl_worst_slack_ns = 0.1721
place_hpwl_um = 836.8

[cells_and_area]
largest_reg_flops = 6
regMostFlops = cnt
drive_above_1_share_pct = 9.804
fill_cells = 389
top_regs = cnt x6
area_delta_synth_final_pct = 70.00

[final_timing]
fmax_ghz = 0.6695
clock_skew_ns = 0.004572
worst_slack_ns = 0.2062
finalCritPeriodShare_pct = 87.87
layout_min_cycle_time_ns = 1.494
slew_violations = 0
tightest_slew_ns = 0.2716
hold_viol = 0
slew-limit-headroom_pct = 81.84
rsz0062_at_grt = no
tns_ns = 0
setup_violations = 0

[run]
warnings = 25
drv_cap = 0

[hold_path]
hp-class = reg2reg

[status]
status = complete, no violations

[power_and_ir_drop]
peakVddDrop_mv = 0.1560
powerDensity_mw_per_mm2 = 736.5
p_leak_nw = 0.1962
==> layer usage <==
metal,part of all wire [%],up-vias
li1,-,154
met5,0,-
met3,5.6,2
met4,1.2,0
met2,55,5
met1,38,154
==> tightest hold or removal path: cells and delay by family (launching register included) <==
kind | cells | cell delay [ns]
AOI/OAI and AO/OA | 2 | 0.13
DFF | 1 | 0.31
==> area by class of cell <==
class / instances / area (um^2) / area share [%]
clock buffers: 4 / 26.28 / 4.751
inverters: 3 / 11.26 / 2.036
multi-input cells: 23 / 140.1 / 25.34
flip-flops and latches: 6 / 170.2 / 30.77
well taps: 46 / 57.56 / 10.41
repair buffers: 15 / 147.6 / 26.70
==> cells in the mapped netlist <==
library cell  instances
o21ai_0               3
xnor2_1               1
edfxtp_1              5
o31ai_1               2
nand3_2               1
a21oi_1               1
nand2_1               7
clkbuf_1              1
ha_1                  1
dfxtp_1               1
nand3_1               3
xor2_1                2
inv_1                 3
or3_1                 1
o221ai_1              1
==> through the flow <==
step / instances / power (mW) / cell area (um^2) / utilization (%) / hold WS, ns
2_1_floorplan: 33 / 0.2155 / 325.3 / - / 0.4486
3_3_place_gp: 93 / 0.2731 / 526.8 / 15.42 / 0.4769
3_5_place_dp: 93 / 0.2740 / 526.8 / 15.42 / 0.4895
4_1_cts: 97 / 0.4168 / 553.0 / 16.19 / 0.4937
5_1_grt: 97 / 0.4381 / 553.0 / 16.19 / 0.5383
6_report: 97 / 0.4073 / 553.0 / 16.19 / 0.4938
==> placed cells by master, fill, tap and decap left out <==
| cell type | count |
|---|---|
| o221ai_1 | 1 |
| nand3_1 | 3 |
| dfxtp_1 | 1 |
| inv_1 | 3 |
| a21oi_1 | 1 |
| o21ai_0 | 3 |
| or3_1 | 1 |
| xnor2_1 | 1 |
| clkbuf_4 | 3 |
| ha_1 | 1 |
| nand3_2 | 1 |
| buf_4 | 1 |
| nand2_1 | 7 |
| clkdlybuf4s50_1 | 14 |
| xor2_1 | 2 |
| o31ai_1 | 2 |
| edfxtp_1 | 5 |
| clkbuf_1 | 1 |
==> path summary, 6_finish.rpt <==
| path | endpoint | depth (start not counted) | start | slack [ns] |
|---|---|---|---|---|
| max | PO[2] | 1 | cnt[2]$_DFFE_PP_ | 0.21 |
| min | cnt[5]$_SDFFE_PP0P_ | 2 | cnt[5]$_SDFFE_PP0P_ | 0.49 |
| max reg2reg | cnt[4]$_DFFE_PP_ | 4 | cnt[0]$_DFFE_PP_ | 0.42 |
| min reg2reg | cnt[5]$_SDFFE_PP0P_ | 2 | cnt[5]$_SDFFE_PP0P_ | 0.49 |
==> power by group <==
group          switching, mW  internal [mW]
sequential            0.0149          0.176
combinational         0.0260         0.0516
clock                 0.0499         0.0888
total                 0.0907          0.317
==> logic make-up (layout without fill, tap and decap cells) <==
| logic type | after synthesis | count (layout) |
|---|---|---|
| xor+xnor | 3 | 3 |
| fa+ha+maj | 1 | 1 |
| compound gates | 7 | 7 |
| simple gates | 12 | 12 |
| buf+inv | 4 | 22 |
| flops | 6 | 6 |
Power is estimated from default activity; no workload was simulated.
